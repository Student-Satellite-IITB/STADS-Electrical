==> ./run.sh <==
#!/bin/bash
# OpenROAD 26Q1-2900-gdf79404cd8, Yosys 0.63+post, stock flow scripts
make -C /OpenROAD-flow-scripts/flow DESIGN_CONFIG=/design/flow/config.mk WORK_HOME=/design/flow/orfs finish
==> ./config.mk <==
export PLATFORM = sky130hd
export DESIGN_NAME = universal_binary_counter
export DESIGN_NICKNAME = universal_binary_counter
export VERILOG_FILES = /design/flow/design.v
export SDC_FILE = /design/flow/constraint.sdc
export NUM_CORES = 4
export LEC_CHECK = 1
export CORE_AREA = 10 10 79 79
export DIE_AREA = 0 0 89 89
==> ./constraint.sdc <==
current_design universal_binary_counter

set clk_period 2.7
set clk_io_pct 0.2

create_clock -name clk0 -period $clk_period [get_ports {clk}]

set non_clock_inputs [all_inputs -no_clocks]
set_input_delay [expr $clk_period * $clk_io_pct] -clock clk0 $non_clock_inputs
set_output_delay [expr $clk_period * $clk_io_pct] -clock clk0 [all_outputs]
==> ./design.v <==
`timescale 1ns / 1ps
module universal_binary_counter
#(parameter N=8)
(
input wire clk,reset,
input wire syn_clr,load,en,up,
input wire [N-1:0] d,
output wire max_tick, min_tick,
output wire [N-1:0] q
);
reg [N-1:0] q_reg;
reg [N-1:0] q_next;
always @(posedge clk,posedge reset) begin
    if (reset)
        q_reg = 0;
    else
        q_reg <= q_next;    
end
always @* begin
    if (syn_clr)
        q_next = 0;
    else if (load)   
        q_next = d;
    else if (en && up)
        q_next = q_reg + 1;
    else if (en && ~up)
        q_next = q_reg - 1;
    else
        q_next = q_reg;
end
assign max_tick = (q_reg == 2**N - 1) ? 1'b1:1'b0;
assign min_tick = (q_reg == 0) ? 1'b1:1'b0;
assign q = q_reg;
endmodule
==> flow_summary.ini <==
; physical design summary
[run_status]
status = complete, no violations

[logic_synthesis]
yosys_area_um2 = 736
synth.avg_cell_area_um2 = 8.27
yosysWarnings = 1
topCellsByArea = dfrtp_1 (27%), ha_1 (12%), a21oi_1 (7.5%)
yosys_register_bits = 8
async_reset_ff_share_pct = 100
edf_count = 0
netlist_instances = 89
ys_cells = 89
largest_area_cell = dfrtp_1
ys_types = 34
syn_area_um2 = 736
synth.top_cell.area_share_pct = 27.2
common_cells = a21oi_1 (11), nor2_1 (10), dfrtp_1 (8)
top_cell = a21oi_1
ys_seq_share_pct = 27.2
ys.flop_type = dfrtp_1

[timing]
drv_slew = 0
relSlewSlack_pct = 60.2
fin_crit_sh_pct = 89.0
fmax_mhz = 416
setup_tns_ns = 0
layout_min_cycle_time_ns = 2.40
final_hold_viol_count = 0
worst_pin_slew_ns = 0.595
setup_viol = 0
skew_ns = 0.00260
rsz0062_at_grt = no

[power_and_ir_drop]
p_sw_w = 0.000139
intPower_w = 0.000322
power_frac_comb_pct = 37.5
seqPwrFrac_pct = 32.5
p_sw_share_pct = 30.1
p_leak_nw = 0.440
ir_drop_uv = 217
clkPwrFrac_pct = 30.1
p_per_area_nw_per_um2 = 430
p_total_w = 0.000461

[layout]
comb_area_um2 = 499
final_util_pct = 23.0
num-fill-cells = 513
fin_cells = 167
regArea_um2 = 200
area_growth_pct = 45.7
largest_reg_flops = 8
layout-drive-gt1-share_pct = 7.08
fin_area_um2 = 1070

[setup_path]
crit_buf_inv = 1
crit_family = simple AND/OR/NAND/NOR gates
slowest_stage = fa_1
cp_num_cells = 7
crit_chain = clkdlybuf4s50_1, nand2_1, fa_1, a21oi_2, o21ai_1, or3_1, a221oi_2
arrival_ns = 2.53
cpPeakStageDelay_ns = 0.48
worstSetupPathType = in -> reg
end_kind = flip-flop
start_kind = primary input
required_ns = 2.83
critPathMaxFanout = 7
rr_worst_depth = 5

[cts]
postCtsSetupBuffers = 0
clk_transition_reported_paths_ns = 0.04
clk_latency_ns = 0.22
h-tree-depth = 1
cts_buffers = 3
cts_hold_buf = 0
cts_tree = built
root_buffer = clkbuf_8
clockBufferDepth = 2
cts-resized-gates = 0
cts_sinks = 8

[grt]
antenna_found_initial = 0
grt_pass1_vias = 734
grt_overflow_total = 0
grt_max_degree = 19
grt_usage_pct = 5.53
grt_pass1_wl_mm = 3.50

[die]
die_w_um = 89
initCoreUtil_pct = 15.8
die_height_um = 89
core_um2 = 4660
num_rows = 25
ioPinCount = 24
die_area_um2 = 7920

[routing]
totalWireLength_mm = 2.15
viasPerCell = 4.21
ant_nets = 0
diodes = 0
firstDrtPassIters = 4
dr_total_vias = 703
wl_per_cell_um = 12.9
drc = 0
drtIter0Drc = 24

[placement]
portBuffers = 23
dp_hpwl_mm = 1.81
placed_cells = 164
place_area_um2 = 1030
gp_congestion = 0.826

[run]
maxCapViolCount = 0
tool_warnings = 26

[hold_path]
hp-class = in -> async
kinds of logic after synthesis:
kind of cell    synth area share, %
compound gates                 21.3
xor+xnor                       5.95
fa+ha+maj                      14.6
buf+inv                        4.93
flops                          27.2
mux                            2.72
simple gates                   23.3
worst register-to-register path: stages, from the launching register on:
cell and delay (ns):
dfrtp_1 0.46, fa_1 0.50, a21oi_2 0.17, o21ai_1 0.11, or3_1 0.37, a221oi_2 0.21
power by group through the flow:
| stage | logic [W] | registers (W) | clock network (W) |
|---|---|---|---|
| CTS | 0.000177 | 0.000150 | 0.000141 |
| global route | 0.000197 | 0.000152 | 0.000152 |
| finish | 0.000173 | 0.000150 | 0.000139 |
layer usage:
layer / up-vias / share of wire [%] / track usage (%)
met4: 0 / 0.47 / 0.867
met5: - / 0 / 0
met3: 2 / 3.2 / 1.01
li1: 372 / - / -
met2: 12 / 50 / 9.77
met1: 317 / 46 / 6.96
cells in the final DEF (no fill, tap or decap), types with 2 or more instances in the layout:
cell type	instances
a21oi_1	11
buf_4	2
clkbuf_8	3
clkdlybuf4s50_1	23
dfrtp_1	8
ha_1	7
inv_1	5
mux2i_1	2
nand2_1	7
nand2b_1	3
nand4_1	2
nor2_1	10
nor3_1	2
o21ai_0	3
or3_1	2
or4_1	2
xnor2_1	4
cell type report:
type | count | area share [%]
timing repair buffer | 25 | 22.9
inverter | 5 | 1.75
sequential | 8 | 18.7
multi-input combinational | 72 | 46.6
clock buffer | 3 | 3.85
tap | 54 | 6.30
stage by stage:
stage	hold slack (ns)	setup slack [ns]
finish	0.564	0.297
global route	0.576	0.160
CTS	0.575	0.278
floorplan	0.356	0.620
global placement	0.728	0.0812
detailed placement	0.714	0.0448
final timing paths:
kind                       slack, ns        to      from
setup / recovery                0.30  q_reg[4]        en
hold / removal                  0.56  q_reg[5]     reset
setup reg to reg                0.80  q_reg[4]  q_reg[0]
hold reg to reg                 0.72  q_reg[5]  q_reg[5]
max in group asynchronous       1.90  q_reg[1]     reset
min in group clk0               0.72  q_reg[5]  q_reg[5]
Power and IR drop assume default switching activity.
